### ./design.v
module up_counter_4bit(
    input clk,        
    input rst,        
    output reg [3:0] q   
);
always @(posedge clk) begin
    if (rst)
        q <= 4'b0000;  
    else
        q <= q + 1;    
end
endmodule
### ./run.sh
#!/bin/bash
# OpenROAD 26Q1-2900-gdf79404cd8, Yosys 0.63+post, stock flow scripts
make -C /OpenROAD-flow-scripts/flow DESIGN_CONFIG=/design/flow/config.mk WORK_HOME=/design/flow/orfs finish
### ./config.mk
export PLATFORM = sky130hd
export DESIGN_NAME = up_counter_4bit
export DESIGN_NICKNAME = up_counter_4bit
export VERILOG_FILES = /design/flow/design.v
export SDC_FILE = /design/flow/constraint.sdc
export NUM_CORES = 4
export LEC_CHECK = 1
export CORE_AREA = 10 10 70 70
export DIE_AREA = 0 0 80 80
### ./constraint.sdc
current_design up_counter_4bit

set clk_period 1.2
set clk_io_pct 0.2

create_clock -name clk0 -period $clk_period [get_ports {clk}]

set non_clock_inputs [all_inputs -no_clocks]
set_input_delay [expr $clk_period * $clk_io_pct] -clock clk0 $non_clock_inputs
set_output_delay [expr $clk_period * $clk_io_pct] -clock clk0 [all_outputs]
==> results.toml <==
# generated from flow reports
[power]
p_int_mw = 0.283
cellLeakagePower_nw = 0.133
p_sw_frac = 0.225
vdd_ir_drop_max_v = 0.000201
pwr-share-seq = 0.413
p_comb_frac = 0.109
clockPowerShare = 0.478
p_sw_mw = 0.0820
p_per_area_nw_per_um2 = 1180

[grt]
overflow = 0
grt_pass1_wl_um = 793
antenna_found_initial = 0
grt.total_usage = 0.0183
grt_pass1_vias = 170
grt_max_degree = 4

[synth]
top_cell = "dfxtp_1"
top_area_frac = 0.552
netlist_instances = 13
synth_top_cell_by_area = "dfxtp_1"
yosysCellCount = 13
yosys_register_bits = 4
avgSynthCellArea_um2 = 11.2
ys_seq_frac = 0.552
synthArstFlopShare = 0
synthDistinctLibCells = 7
netlist_area_um2 = 145
synth.area.top_cells = "dfxtp_1 55%, mux2_4 10%, ha_1 8.6%, nor2b_1 8.6%, nor2_1 7.8%"
edf_count = 0
yosysChipArea_um2 = 145
ys_warn_count = 1
top_cells_by_count = "4 x dfxtp_1, 3 x nor2_1, 2 x nor2b_1"
synthFlopType = "dfxtp_1"

[final_timing]
timing.final.hold_violations = 0
clock.fmax_mhz = 948
min_period_over_period = 0.879
max-slew-margin-rel = 0.910
fin_tns_setup_ns = 0
maxSlewViolCount = 0
worst_pin_slew_ns = 0.134
holdWs_ns = 0.502
finalSetupViolCount = 0
period_minus_slack_ns = 1.05
rsz0062_at_grt = "no"
fin_worst_skew_ns = 0.00606

[clocking]
cts-buffers-inserted = 3
clkTransAtPathRegs_ns = 0.04
cts_tree = "built"
clk_path_buf_depth = 2
clk_latency_ns = 0.24
clock-sinks = 4
ctsRootBufferMaster = "clkbuf_4"
htreeDepth = 1

[critical_path]
cp.required_ns = 0.96
slowest_delay_ns = 0.33
criticalPathCategory = "flip-flop to primary output"
crit_path_top_delay_cell = "dfxtp_2"
cp_data_arrival_time_ns = 0.81
end_kind = "primary output"
crit_start = "q[1]$_SDFF_PP0_"
cp_cell_sequence = "dlygate4sd2_1"
start_kind = "flip-flop"
crit_buf_inv = 1
path_max_fanout = 3
r2r_start = "q[2]$_SDFF_PP0_"
crit_family = "flip-flops"

[hold_path]
hold_path.class = "flip-flop to flip-flop"
min_from = "q[0]$_SDFF_PP0_"

[cells_and_area]
nFillCells = 403
top_regs = "q: 4 flops"
largest-register = "q"
largest_reg_flops = 4
drive_gt1_frac = 0.480
area_growth_pct = 112
postLayoutCoreUtil = 0.0901

[run]
max_cap_viol_count = 0
warnings = 25

[run_status]
status = "finished, final reports clean"

[place]
io_buffer_count = 5
gp_congestion = 0.674
hpwl_um = 301

[die]
coreArea_um2 = 3420
fp.dieW_um = 80
fp.dieH_um = 80
die_area_um2 = 6400
fp_util = 0.0425
rows = 21
top_level_ports = 6

[route]
drc = 0
drtIter0Drc = 1
drt_pass1_iterations = 2
route.vias.total = 139
drt-total-wl_um = 470
wl_per_cell_um = 6.53
postRouteAntennaNets = 0
viasPerCell = 1.93
==> final timing paths <==
path	cells past startpoint	to	slack, ns
max	1	q[1]	0.15
min reg2reg	2	q[0]$_SDFF_PP0_	0.50
min	2	q[0]$_SDFF_PP0_	0.50
max reg2reg	3	q[3]$_SDFF_PP0_	0.24
==> layout by cell type, fill, tap and decap left out <==
cell type	synthesis	routed
ha_1	1	1
nand3_1	1	1
clkdlybuf4s50_1	0	1
dlygate4sd2_1	0	4
clkbuf_4	0	3
dfxtp_2	0	4
nor2_1	3	3
mux2_4	1	1
nor2b_1	2	2
buf_4	0	4
diode_2	0	1
xnor2_1	1	1
==> kinds of logic (layout without fill, tap and decap cells) <==
kind of cell  count (synthesis)  after routing  share of synthesized area
fa+ha+maj                     1              1                     0.0862
flops                         4              4                      0.552
simple gates                  6              6                      0.198
mux                           1              1                      0.103
buf+inv                       0             12                          0
other cells                   0              1                          0
xor+xnor                      1              1                     0.0604
==> final cells by class <==
type                            instances  area [um2]  share of cell area
Antenna cell                            1        2.50             0.00813
Multi-Input combinational cell          9        65.1               0.211
Sequential cell                         4        85.1               0.276
Timing Repair Buffer                    9        75.1               0.244
Clock buffer                            3        22.5              0.0732
Tap cell                               46        57.6               0.187
==> per-stage QoR <==
step	setup slack [ns]	std cells	total power [mW]	cell area, um2
final	0.146	72	0.365	308
after floorplan	0.380	13	0.160	145
after detailed placement	0.0365	65	0.189	260
after global placement	0.0420	65	0.187	260
after CTS	0.135	71	0.367	305
after global routing	0.0998	71	0.388	305
==> timing repair <==
action / CTS / global route
gates resized: 8 / 0
endpoints found under the setup margin: 4 / 0
hold buffers: 0 / 0
setup buffers: 3 / 0
endpoints found under the hold margin: 0 / 0
==> power groups by stage <==
stage	registers (mW)	logic (mW)	clock network, mW
6_report	0.150	0.0399	0.174
5_1_grt	0.151	0.0462	0.191
4_1_cts	0.150	0.0407	0.177
==> routing by layer <==
layer | up-vias | track usage | part of all wire
met2 | 9 | 0.0201 | 0.28
met4 | 0 | 0.00528 | 0.028
met5 | - | 0 | 0
met3 | 2 | 0.0318 | 0.30
li1 | 68 | - | -
met1 | 60 | 0.0153 | 0.39
Power is estimated from default activity; no workload was simulated.
