## design/flow/run.sh

```bash
#!/bin/bash
# OpenROAD 26Q1-2900-gdf79404cd8, Yosys 0.63+post, stock flow scripts
make -C /OpenROAD-flow-scripts/flow DESIGN_CONFIG=/design/flow/config.mk WORK_HOME=/design/flow/orfs finish
```

## design/flow/config.mk

```make
export PLATFORM = sky130hd
export DESIGN_NAME = lab3b
export DESIGN_NICKNAME = lab3b
export VERILOG_FILES = /design/flow/design.v
export SDC_FILE = /design/flow/constraint.sdc
export NUM_CORES = 4
export LEC_CHECK = 1
export CORE_AREA = 10 10 111 111
export DIE_AREA = 0 0 121 121
```

## design/flow/constraint.sdc

```tcl
current_design lab3b

set clk_period 4.0
set clk_io_pct 0.2

create_clock -name clk0 -period $clk_period [get_ports {clock50M}]

set non_clock_inputs [all_inputs -no_clocks]
set_input_delay [expr $clk_period * $clk_io_pct] -clock clk0 $non_clock_inputs
set_output_delay [expr $clk_period * $clk_io_pct] -clock clk0 [all_outputs]
```

## design/flow/design.v

```verilog
module lab2a_circuita( 
input [2:0] v,
output [2:0] aout
);
assign aout = v - 3'b010;
endmodule
module lab2a_circuitb(
    input gr,
    output reg [6:0] d1
);
always @(*) begin
    case (gr)
        1'b1 : d1 = 7'b1111001;
        1'b0 : d1 = 7'b0111111;
        default : d1 = 7'b1111111;
    endcase
end
endmodule
module lab2a_comp (
	input [3:0] a, b,
	output gr
);
assign gr = (a > b)? 1:0;
endmodule
module lab2a_d0(
    input [3:0] m,
    output reg [7:0] d0
);
always @(*) begin
    case(m)
        4'b0000 : d0 = 8'b11000000;
        4'b0001 : d0 = 8'b11111001;
        4'b0010 : d0 = 8'b10100100;
        4'b0011 : d0 = 8'b10110000;
        4'b0100 : d0 = 8'b10011001;
        4'b0101 : d0 = 8'b10010010;
        4'b0110 : d0 = 8'b10000010;
        4'b0111 : d0 = 8'b11111000;
        4'b1000 : d0 = 8'b10000000;
        4'b1001 : d0 = 8'b10011000;
        default : d0 = 8'b11111111;
    endcase
end
endmodule
module lab2a_mux (
    input  a, b, s, 
    output m
);
assign m = s? b:a;
endmodule
module lab3b (
    input  clock50M,    
    input  reset,       
    output [7:0] d1,    
    output [7:0] d0     
);
    parameter DIV_COUNT = 26'd24_999_999;  
    reg [25:0] count_div;   
    reg clk_1Hz;
    always @(posedge clock50M or negedge reset) begin
        if (!reset) begin
            count_div <= 26'd0;
            clk_1Hz <= 1'b0;
        end else if (count_div == DIV_COUNT) begin
            count_div <= 26'd0;
            clk_1Hz <= ~clk_1Hz;   
        end else begin
            count_div <= count_div + 1;
        end
    end
    reg [3:0] count_4bit;
    always @(posedge clk_1Hz or negedge reset) begin
        if (!reset)
            count_4bit <= 4'd0;
        else
            count_4bit <= count_4bit + 1;  
    end
    wire gr;              
    wire [2:0] aout;      
    wire [3:0] m;         
    wire [7:0] d1out, d0out;
    lab2a_comp comparator(count_4bit, 4'b1001, gr);
    lab2a_circuitb circuitb(gr, d1out);
    assign d1 = d1out;
    lab2a_circuita circuita(count_4bit, aout);
    genvar i;
    generate
        for(i=0; i<3; i=i+1) begin : inst_mux_loop
            lab2a_mux inst_mux(count_4bit[i], aout[i], gr, m[i]);
        end
    endgenerate
    lab2a_mux inst_mux_3(count_4bit[3], 1'b0, gr, m[3]);
    lab2a_d0 decoder(m, d0out);
    assign d0 = d0out;
endmodule
```

==> results.json <==
{
  "detail_route.iter0.violations": 100,
  "ys_chip_area_mm2": 0.00182,
  "post_cts_resize_count": 0,
  "cap_viol_max_count": 0,
  "finalHoldViolCount": 0,
  "detail_route.antenna_diodes": 0,
  "die_width_um": 121,
  "achievable-frequency_ghz": 0.515,
  "via_per_inst": 4.01,
  "max-vdd-ir-drop_uv": 197,
  "timing_max_transition_violations_final": 0,
  "synth_top_flop_cell": "sky130_fd_sc_hd__dfrtp_1",
  "unclocked_regs": 4,
  "cts_setup_buffers": 0,
  "timing.critical_path.to_type": "flop",
  "cts-hold-fix-buffers": 0,
  "wirelength_um": 3300,
  "comb_area_um2": 947,
  "io_buffer_count": 11,
  "final_setup_violation_count": 0,
  "power_density_mw_per_mm2": 208,
  "fillers": 1063,
  "clock_skew_ns": 0.00171,
  "whs_ns": 0.499,
  "worstHoldStart": "count_div[0]$_DFF_PN0_",
  "synth-seq-area-share_pct": 42.6,
  "unrepaired_setup_endpoints_after_global_routing": "no",
  "numSynthFlops": 31,
  "path_max_fanout": 7,
  "clockRootBuffer": "sky130_fd_sc_hd__clkbuf_8",
  "worst_r2r_path_depth": 5,
  "postSynthAreaPerCell_um2": 10.1,
  "die_height_um": 121,
  "gp_congestion": 0.836,
  "rows": 36,
  "grt_use_total_pct": 4.50,
  "most_numerous_logic_cell_after_layout": "sky130_fd_sc_hd__dfrtp_1",
  "status": "finished, final reports clean",
  "critPathRequiredTime_ns": 4.20,
  "synth_async_sr_flop_share_pct": 100,
  "grt_overflow_total": 0,
  "min_path_type": "flop to flop",
  "synth-edff-count": 0,
  "timing.max_slew.rel_slack_pct": 49.4,
  "timing.critical_path.from": "count_div[0]$_DFF_PN0_",
  "drt_drc_violations_left": 0,
  "syn_to_final_growth_pct": 14.1,
  "min_period_over_period_pct": 48.5,
  "setup_total_negative_slack_ns": 0,
  "core_util_floorplan_pct": 18.5,
  "tritoncts": "built",
  "cts_buffers": 3,
  "global_route_wire_length_before_repair_um": 5760,
  "critical_path_arrival_ns": 2.14,
  "yosys-stat-cells": 181,
  "maximum_number_of_pins_on_one_net_before_global_route_repair": 32,
  "unconstrained_endpoints": 14,
  "clk_pin_slew_worst_paths_ns": 0.09,
  "fraction_of_layout_cells_with_a_size_suffix_above_1_pct": 8.42,
  "register_area_um2": 776,
  "core_mm2": 0.00986,
  "synth_cell_type_count": 42,
  "route.antenna.remaining_nets": 0,
  "most-common-layout-cells": "sky130_fd_sc_hd__dfrtp_1 (31), sky130_fd_sc_hd__nand2_1 (16), sky130_fd_sc_hd__xor2_1 (13)",
  "startpoint_of_the_lowest_slack_register_to_register_path": "count_div[0]$_DFF_PN0_",
  "num_vias": 1294,
  "ctsLongestPathBuffers": 2,
  "yosysWarnings": 5,
  "timing.reg2reg.setup_slack_ns": 2.06,
  "hpwl_after_detailed_placement_um": 2340,
  "wire_per_inst_um": 10.2,
  "tool_warnings": 31,
  "worst_pin_slew_ns": 0.758,
  "first_global_vias": 1193,
  "timing.final.crit_period_ns": 1.94,
  "critPathKind": "flop to flop",
  "static-leakage-power_nw": 0.906,
  "boundaryPins": 18,
  "reg2reg_to": "count_div[22]$_DFF_PN0_",
  "maximum_level_of_the_cts_h_tree": 1,
  "crit_path_end": "count_div[22]$_DFF_PN0_",
  "syn-instance-count": 181,
  "detail_route.first_pass.iterations": 4,
  "design.die.area_mm2": 0.0146,
  "syn_area_mm2": 0.00182,
  "insertion_delay_ns": 0.27,
  "critical_path.startpoint_type": "flop",
  "grt_antenna_before_repair": 0
}
## synthesized netlist by cell type (2+ instances only)
master	count	area share, %
sky130_fd_sc_hd__a21oi_1	7	1.9
sky130_fd_sc_hd__and2_1	2	0.69
sky130_fd_sc_hd__ha_1	10	6.9
sky130_fd_sc_hd__nor3_1	2	0.55
sky130_fd_sc_hd__o31ai_1	7	2.9
sky130_fd_sc_hd__buf_4	9	3.7
sky130_fd_sc_hd__nand4_1	4	1.4
sky130_fd_sc_hd__nor3b_1	3	1.2
sky130_fd_sc_hd__or4_1	5	2.1
sky130_fd_sc_hd__dfrtp_1	31	43
sky130_fd_sc_hd__xor2_1	13	6.3
sky130_fd_sc_hd__xnor2_1	7	3.4
sky130_fd_sc_hd__and4_1	3	1.4
sky130_fd_sc_hd__nor4_1	2	0.69
sky130_fd_sc_hd__nor2_1	12	2.5
sky130_fd_sc_hd__buf_6	2	1.2
sky130_fd_sc_hd__nand3_1	7	1.9
sky130_fd_sc_hd__nand2_1	16	3.3
sky130_fd_sc_hd__inv_1	5	1.0
sky130_fd_sc_hd__conb_1	2	0.41
sky130_fd_sc_hd__and3_2	2	0.82
sky130_fd_sc_hd__o21ai_0	4	1.1
sky130_fd_sc_hd__and3_1	5	1.7
sky130_fd_sc_hd__mux2i_1	3	1.6
## registers in the layout, summed over array words and instances, names as in the netlist
register    flops
count_4bit      4
count_div      26
clk_1Hz         1
## worst max-delay path: stages (launching register included)
cell	delay, ns
sky130_fd_sc_hd__dfrtp_1	0.40
sky130_fd_sc_hd__ha_1	0.19
sky130_fd_sc_hd__and3_1	0.38
sky130_fd_sc_hd__nand4_4	0.21
sky130_fd_sc_hd__or4_4	0.55
sky130_fd_sc_hd__a21oi_2	0.13
## worst min-delay path by stage
stage	to	slack [ns]	cells after the start
4_1_cts	count_div[25]$_DFF_PN0_	0.50	1
5_1_grt	count_div[0]$_DFF_PN0_	0.52	1
6_report	count_div[0]$_DFF_PN0_	0.50	1
## power by group
part           internal [mW]  leakage [nW]  switching, mW  total (mW)
Sequential             0.273         0.424              0       0.273
Clock                 0.0712        0.0228         0.0800       0.151
Combinational        0.00149         0.459        0.00629     0.00778
Total                  0.345         0.906         0.0863       0.432
## layout make-up
type / instances / share of cell area, %
timing repair buffer: 13 / 6.02
multi-input combinational: 137 / 45.6
sequential: 31 / 37.3
clock buffer: 4 / 2.17
inverter: 5 / 0.903
tap: 133 / 8.01
## cell families (layout without fill, tap and decap cells)
logic type                 after synthesis  after routing  share of synthesized area [%]
buffers and inverters                   17             22                           6.25
and+or+nand+nor                         73             73                           23.7
xor gates and xnor gates                20             20                           9.62
AOI/OAI and AO/OA                       24             24                           8.31
muxes                                    4              4                           2.27
DFF                                     31             31                           42.6
other                                    2              6                          0.412
adders and majority gates               10             10                           6.87
## per-layer routing
layer | vias to the layer above | GRT usage, % | share of wire (%)
li1 | 645 | - | -
met2 | 37 | 6.39 | 41
met4 | 0 | 0.151 | 0.21
met1 | 610 | 7.09 | 52
met3 | 2 | 1.04 | 7.7
met5 | - | 0 | 0
## metrics by stage
step                cells  setup slack (ns)  instance area (µm²)  util, %  total power, mW
floorplan             185              2.33                 1840        -            0.282
global placement      319              2.09                 2030     20.6            0.287
detailed placement    319              2.10                 2030     20.6            0.287
CTS                   323              2.08                 2080     21.1            0.438
global route          323              1.97                 2080     21.1            0.448
finish                323              2.06                 2080     21.1            0.432
Power figures rest on the tool's default switching activity, not on a simulated workload.
