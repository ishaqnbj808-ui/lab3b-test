**/design/flow/run.sh**
```bash
#!/bin/bash
# OpenROAD 26Q1-2900-gdf79404cd8, Yosys 0.63+post, stock flow scripts
make -C /OpenROAD-flow-scripts/flow DESIGN_CONFIG=/design/flow/config.mk WORK_HOME=/design/flow/orfs finish
```
**/design/flow/config.mk**
```make
export PLATFORM = sky130hd
export DESIGN_NAME = clk_divider_50M_to_1Hz
export DESIGN_NICKNAME = clk_divider_50M_to_1Hz
export VERILOG_FILES = /design/flow/design.v
export SDC_FILE = /design/flow/constraint.sdc
export NUM_CORES = 4
export LEC_CHECK = 1
export CORE_AREA = 10 10 112 112
export DIE_AREA = 0 0 122 122
```
**/design/flow/constraint.sdc**
```tcl
current_design clk_divider_50M_to_1Hz

set clk_period 3.8
set clk_io_pct 0.2

create_clock -name clk0 -period $clk_period [get_ports {clk_in}]

set non_clock_inputs [all_inputs -no_clocks]
set_input_delay [expr $clk_period * $clk_io_pct] -clock clk0 $non_clock_inputs
set_output_delay [expr $clk_period * $clk_io_pct] -clock clk0 [all_outputs]
```
**/design/flow/design.v**
```verilog
module clk_divider_50M_to_1Hz(
    input clk_in,        
    input rst,           
    output reg clk_out   
);
reg [25:0] counter;  
always @(posedge clk_in) begin
    if (rst) begin
        counter <= 26'b0;
        clk_out <= 0;
    end else if (counter == 26'd24_999_999) begin
        counter <= 0;
        clk_out <= ~clk_out;  
    end else
        counter <= counter + 1;
end
endmodule
```
==> flow_summary.ini <==
; synthesis and place-and-route metrics
[routing]
drt_iter0_drc = 122
post-route-drc-count = 0
avgRoutedWirePerCell_um = 9.135
routed_via_density = 3.854
num_vias = 1083
drtPass1Iterations = 4
ant_nets = 0
totalWireLength_um = 2567
diodes = 0

[setup_path]
r2r_end = counter[25]$_SDFF_PP0_
cp.required_ns = 3.97
crit_path_max_incr_delay_ns = 0.45
start_kind = flip-flop
crit_fanout = 15
critPathKind = flip-flop to flip-flop
rr_worst_depth = 6
crit_chain = ha_1 -> and2_2 -> nand4_1 -> o21bai_2 -> buf_4 -> o21ba_2
ff2ff_setup_slack_ns = 1.67
arrival_ns = 2.30
crit_path_end_kind = flip-flop
crit_slowest_cell = o21bai_2
r2r_start = counter[0]$_SDFF_PP0_

[layout]
final_util_pct = 14.87
instances_no_fill = 281
synthToLayoutAreaGrowth_pct = 15.70
layout-drive-gt1-share_pct = 10.34
fin_area_mm2 = 0.001521

[final_timing]
finalMaxSlewViolations = 0
hold_viol = 0
fin_skew_ns = 0.008363
timing.setup.tns_ns = 0
tightestPinTransition_ns = 0.4956
rsz0062_at_grt = no
max_slew_margin_pct = 66.94
min_period_ns = 2.134
max_clock_freq_ghz = 0.4686
setup_viol = 0
fin_crit_sh_pct = 56.16

[place]
place_hpwl_um = 1754
placed_area_mm2 = 0.001476
gp_congestion = 0.7978
port-buffer-count = 2
place_inst = 277

[clock_network]
clock_latency_ns = 0.27
cts-htree-levels = 1
cts_buffer_depth = 2
cts_made_buffers = 3
clkTransAtPathRegs_ns = 0.09
cts_setup_buffers = 0
cts_hold_buf = 0
cts_tree = done
cts.sinks = 27
post_cts_resized = 0
root_buffer = clkbuf_8

[synthesis]
synth.avg_cell_area_um2 = 9.196
synth_top_cell_by_area = dfxtp_1
yosys-top-cells-area = dfxtp_1 41%, xor2_1 5.3%, o31ai_1 5.1%
ys_cells = 143
async_reset_ff_share_pct = 0
netlist_area_mm2 = 0.001315
ys_chip_area_mm2 = 0.001315
synth.distinct_cells = 35
ff_type = dfxtp_1
ys_seq_share_pct = 41.10
synth-edff-count = 0
yosysWarningCount = 1
netlist_instances = 143
top_area_share_pct = 41.10
ys_ff = 27

[die]
coreArea_mm2 = 0.01023
die_w_um = 122
io-pin-count = 3
placementRows = 37
fp-utilization_pct = 12.85
die_h_um = 122
die_area_mm2 = 0.01488

[global_routing]
grt_max_degree = 16
grt_usage_pct = 3.569
grt_pass1_vias = 996
grt.overflow.total = 0
antenna_found_initial = 0
grt_first_pass_wirelength_um = 4643

[power_and_ir_drop]
power_density_mw_per_mm2 = 302.4
p_leak_nw = 0.4456
power.total_mw = 0.4601
ir_drop_v = 0.0001190

[flow_run]
cap_violations = 0
tool_warnings = 25

[worst_hold_path]
hold_start = clk_out$_SDFFE_PP0N_
hold_path.class = flip-flop to flip-flop
hold_end = clk_out$_SDFFE_PP0N_
hold_depth = 2

[run_status]
status = finished, final reports clean
[state kept, by name, summed over array words and instances, names as in the netlist]
register	flops
counter	26
clk_out	1
[cell usage after synthesis, types with 3 or more instances]
cell type,n
dfxtp_1,27
nor2_1,14
a21oi_1,10
nand3_1,9
o31ai_1,9
or4_1,8
xor2_1,8
nand2_1,7
and4_1,5
nand4_1,5
and3_1,3
inv_1,3
nor4b_1,3
xnor2_1,3
[cells by family after synthesis]
logic type | after synthesis | share of synthesized area (%)
fa+ha+maj | 1 | 0.9513
xor+xnor | 11 | 7.327
compound gates | 28 | 14.75
flops | 27 | 41.10
simple gates | 68 | 32.26
buf+inv | 8 | 3.615
[where the power goes]
part / leakage (nW) / switching [mW] / internal (mW) / total [mW]
Clock: 0.0228 / 0.0843 / 0.0750 / 0.159
Combinational: 0.205 / 0.00714 / 0.00500 / 0.0121
Sequential: 0.218 / 0.00330 / 0.285 / 0.289
Total: 0.446 / 0.0948 / 0.365 / 0.460
[through the flow]
| stage | hold WS, ns | worst slack (ns) |
|---|---|---|
| after floorplan | 0.4388 | 2.114 |
| after global placement | 0.4683 | 1.720 |
| after detailed placement | 0.4772 | 1.687 |
| after CTS | 0.4909 | 1.663 |
| after global routing | 0.5114 | 1.421 |
| final | 0.4935 | 1.666 |
[how the worst max path moves through the flow]
stage / from / end / slack [ns] / cells after the start
CTS: counter[0]$_SDFF_PP0_ / counter[25]$_SDFF_PP0_ / 1.66 / 6
finish: counter[0]$_SDFF_PP0_ / counter[25]$_SDFF_PP0_ / 1.67 / 6
global route: counter[0]$_SDFF_PP0_ / counter[25]$_SDFF_PP0_ / 1.42 / 6
[layer usage]
layer / global-route usage, % / vias up / share of wire (%)
met5: 0 / - / 0
met4: 0.1490 / 0 / 0
met3: 1.174 / 0 / 6.8
met2: 5.047 / 32 / 44
met1: 5.402 / 502 / 49
li1: - / 549 / -
[critical path: cells and delay by family, from the launching register on]
kind            cells  cell delay, ns
flops               1            0.42
buf+inv             1            0.30
fa+ha+maj           1            0.31
compound gates      2            0.63
simple gates        2            0.38
[layout make-up]
type | instances | area (µm²)
Clock buffer | 4 | 45.04
Multi-Input combinational cell | 108 | 726.9
Tap cell | 136 | 170.2
Inverter | 3 | 11.26
Sequential cell | 27 | 540.5
Timing Repair Buffer | 3 | 27.53
Fill cell | 1122 | 8710
[cell usage in the layout (no fill, tap or decap), drive strengths merged, types with 3 or more instances in the layout]
cell / netlist / routed
nand3: 10 / 10
clkbuf: 1 / 4
and4: 6 / 6
nor2: 14 / 14
nor4b: 3 / 3
and2: 3 / 3
or4: 9 / 9
and3: 4 / 4
nand4: 6 / 6
nand2: 7 / 7
a21oi: 11 / 11
inv: 3 / 3
dfxtp: 27 / 27
xor2: 8 / 8
xnor2: 3 / 3
o31ai: 9 / 9
Power and IR drop assume default switching activity.
